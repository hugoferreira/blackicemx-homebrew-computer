$ cat flow/run.sh
#!/bin/bash
# OpenROAD 26Q1-2900-gdf79404cd8, Yosys 0.63+post, stock flow scripts
make -C /OpenROAD-flow-scripts/flow DESIGN_CONFIG=/design/flow/config.mk WORK_HOME=/design/flow/orfs finish
$ cat flow/config.mk
export PLATFORM = sky130hd
export DESIGN_NAME = chip
export DESIGN_NICKNAME = chip
export VERILOG_FILES = /design/flow/design.v
export SDC_FILE = /design/flow/constraint.sdc
export NUM_CORES = 4
export LEC_CHECK = 1
export CORE_AREA = 10 10 106 106
export DIE_AREA = 0 0 116 116
export SYNTH_HDL_FRONTEND = slang
export SYNTH_MEMORY_MAX_BITS = 65536
$ cat flow/constraint.sdc
current_design chip

set clk_period 3.2
set clk_io_pct 0.2

create_clock -name clk0 -period $clk_period [get_ports {clk}]

set non_clock_inputs [all_inputs -no_clocks]
set_input_delay [expr $clk_period * $clk_io_pct] -clock clk0 $non_clock_inputs
set_output_delay [expr $clk_period * $clk_io_pct] -clock clk0 [all_outputs]
$ cat flow/design.v
module hvsync_generator #(
    parameter H_DISPLAY = 640,  
    parameter H_BACK    =  48,  
    parameter H_FRONT   =  16,  
    parameter H_SYNC    =  96,  
    parameter V_DISPLAY = 480,  
    parameter V_TOP     =  33,  
    parameter V_BOTTOM  =  10,  
    parameter V_SYNC    =   2,  
    parameter SYNC_POL  =   1   
)(
    input clk, 
    input reset, 
    output reg hsync, 
    output reg vsync, 
    output display_on, 
    output reg [9:0] hpos, 
    output reg [8:0] vpos);
    localparam H_SYNC_START = H_DISPLAY + H_FRONT;
    localparam H_SYNC_END   = H_DISPLAY + H_FRONT + H_SYNC - 1;
    localparam H_MAX        = H_DISPLAY + H_BACK + H_FRONT + H_SYNC - 1;
    localparam V_SYNC_START = V_DISPLAY + V_BOTTOM;
    localparam V_SYNC_END   = V_DISPLAY + V_BOTTOM + V_SYNC - 1;
    localparam V_MAX        = V_DISPLAY + V_TOP + V_BOTTOM + V_SYNC - 1;
    wire hsync_region = (hpos >= H_SYNC_START && hpos <= H_SYNC_END);
    wire vsync_region = (vpos >= V_SYNC_START && vpos <= V_SYNC_END);
    wire hmaxxed = (hpos == H_MAX) || reset;	
    wire vmaxxed = (vpos == V_MAX) || reset;	
    assign display_on = (hpos < H_DISPLAY) && (vpos < V_DISPLAY);
    always @(posedge clk) begin
        if (SYNC_POL) hsync <= ~hsync_region;
        else hsync <= hsync_region;
        hpos <= hmaxxed ? 0 : hpos + 1;
    end
    always @(posedge clk) begin
        if (SYNC_POL) vsync <= ~vsync_region;
        else vsync <= vsync_region;
        if (hmaxxed) vpos <= vmaxxed ? 0 : vpos + 1;
    end    
endmodule
module video_scaler #(
    parameter FACTOR = 4,
    parameter SCANLINES = 1'b1
)(
    input clk, 
    input reset, 
    output hsync, 
    output vsync, 
    output display_on, 
    output [9-$clog2(FACTOR):0] hpos, 
    output [8-$clog2(FACTOR):0] vpos);
    wire [9:0] hpos_abs;
    wire [8:0] vpos_abs;
    wire display_on_abs;
    assign display_on = display_on_abs && (~SCANLINES || vpos_abs[0]);
    assign hpos = hpos_abs[9:$clog2(FACTOR)];
    assign vpos = vpos_abs[8:$clog2(FACTOR)];    
    hvsync_generator vga(
        .clk (clk),
        .reset (reset), 
        .hsync (hsync), 
        .vsync (vsync), 
        .display_on (display_on_abs), 
        .hpos (hpos_abs), 
        .vpos (vpos_abs)
    );
endmodule
module ascii_to_bitmap #(
    parameter FONT_ROM_FILENAME = "lib/pico8-hexadecimal.hex")  
   (input clk,
    input [7:0] digit,
    input [2:0] line,
    output reg [3:0] bits);
    reg [3:0] font [0:2048];
    initial
        $readmemh(FONT_ROM_FILENAME, font);
    always @(posedge clk) 
        bits <= font[{ digit, line }];
endmodule
module videotext #(
    parameter COLUMNS = 40,
    parameter A = 10,
    parameter D = 8
  ) (
    input  clk, 
    input  [D-1:0] dout,
    output [A-1:0] vaddr,
    output hsync, 
    output vsync, 
    output pixel
  );
  wire [7:0] hpos; 
  wire [6:0] vpos;
  wire display_on;
  video_scaler vga (
    .clk (~clk),
    .reset (1'b0), 
    .hsync (hsync), 
    .vsync (vsync), 
    .display_on (display_on), 
    .hpos (hpos), 
    .vpos (vpos)
  );
  wire [9:0] vaddr = (hpos >> 2) + ((vpos >> 3) * COLUMNS);
  wire [3:0] bits;
  ascii_to_bitmap font(
    .clk(clk),
    .digit(dout),
    .line(vpos[2:0]),
    .bits(bits)
  ); 
  wire pixel = bits[4-hpos[3:0]] & display_on;
endmodule
module text_ram #(
    parameter A = 10,
    parameter D = 8
  ) (
    input  clk,
    input  we,
    input  [A-1:0] addr,
    input  [D-1:0] din,
    output reg [D-1:0] dout
  );
  reg [D-1:0] vram [0:(1<<A)-1];    
  initial
    $readmemh("lib/video.hex", vram, 0, 1024);
  always @(posedge clk) begin
    if (we) vram[addr] <= din;
    dout <= vram[addr];
  end
endmodule
module chip (input clk, output hsync, output vsync, output rgb);
  wire [7:0] dout;
  wire [7:0] din;
  wire [9:0] vaddr;
  videotext vtext(
    .clk (clk), 
    .dout (dout),
    .vaddr (vaddr),
    .hsync (hsync), 
    .vsync (vsync), 
    .pixel (rgb)
  );
  text_ram vram(
    .clk (clk),
    .we (1'b0),
    .addr (vaddr),
    .din (din), 
    .dout (dout)
  );
endmodule
==> results.txt <==
Synthesis and place-and-route results.

- The run finished with clean final reports.
- The number of hold buffers added after cts is 0.
- The kind of end point of the critical path is an output port.
- In the synthesized netlist, the number of instances is 92.
- Setup repair after global routing left no endpoint under its margin.
- The finished layout holds 224 standard cells, fillers aside.
- Counting pins that exceed their max-slew limit in the final report gives 0.
- The number of buffer and inverter stages on the critical path is 1.
- The worst hold path class is flip-flop to flip-flop.
- The clock root buffer master is sky130_fd_sc_hd__clkbuf_8.
- The routed layout has 681 vias.
- The synthesized chip area reported by yosys is between 900 and 1000 µm².
- The number of setup buffers added after CTS is 0.
- The ratio of cells with drive above 1 in the final layout is 0.0776.
- The sink count of the clock tree is 21.
- The number of synthesized flops with an enable pin is 9.
- Measured along the y axis, the die boundary spans roughly 120 µm.
- Data arrives at the worst endpoint at between 2 and 2.5 ns.
- Along the worst path, the maximum fanout reaches 1.
- The logic depth of the worst register-to-register path is 3.
- The max capacitance violation total is 0.
- The gate family responsible for the most delay along the worst path is flip-flops.
- For reference, the post-synthesis area per instance comes to approximately 10 µm².
- The stage delay of the slowest cell on the critical path is 0.28 ns.
- The pre-antenna-repair detailed-routing pass consisted of 2 iterations.
- Entering global routing, the biggest net connects 14 pins.
- The average wire per standard cell is between 6 and 7 µm.
- The worst slew margin relative to its limit is 0.470.
- Summed over all layers, the global routing overflow is 0.
- The first global-routing pass estimated roughly 2600 µm of wire.
- The all-layer global routing usage is 0.0236.
- For this configuration, the core starts out at a cell density of 0.108.
- The launch point of the worst register-to-register path is recorded as vtext.vga.vga.hpos[0].
- The endpoint required time on the critical path is 2.56 ns.
- The number of global-route vias before repair is between 600 and 700.
- The register-to-register setup slack is 1.21 ns.
- The most frequently used flop master after synthesis is sky130_fd_sc_hd__dfxtp_1.
- The setup path with the least slack is of type flip-flop to output port.
- Per the skew report, the later register of the worst-skew pair sees a clock latency of 0.33 ns.
- In the final report, the number of endpoints failing setup comes to 0.
- The reported leakage power is between 0.5 and 0.6 nW.
- In the post-synthesis netlist, the cell with the most instances is sky130_fd_sc_hd__dfxtp_1.
- The transition time of the tightest slew-check pin is about 0.79 ns.
- The final clock skew is 0.00764 ns.
- Per the post-route antenna check, the number of violating nets is 0.
- The die covers 13500 µm².
- In this run the number of H-tree levels came out at 1.
- The TritonCTS clock tree is yes.
- The cell area after synthesis is ~960 µm².
- The type of origin of the critical path is a flip-flop.
- The number of antenna violations at the first check in global routing is 0.
- 4 I/O pins were placed.
- Sorting the synthesized cells by area gives the leading types as sky130_fd_sc_hd__edfxtp_1, sky130_fd_sc_hd__dfxtp_1, sky130_fd_sc_hd__xor2_1.
- Looking at the worst setup and hold paths, the clock pins of their registers show a slew of 0.03 ns.
- The final layout reports a setup TNS of 0 ns.
- The fraction of synthesis flops using an asynchronous set or reset pin is 0.
- The overall routed net length is 1480 µm.
- The number of clock buffers inserted by TritonCTS is 3.
- The number of antenna repair diodes is 0.
- In the routed layout, each cell is associated on average with a via count of 3.04.
- The endpoint of the lowest-slack register-to-register path is vtext.vga.vga.vpos[3].
- The worst slack at placement is 0.207 ns.
- Counting instances in the post-synthesis netlist gives the leading cell types as sky130_fd_sc_hd__dfxtp_1, sky130_fd_sc_hd__edfxtp_1, sky130_fd_sc_hd__inv_1, sky130_fd_sc_hd__nand2_1.
- The remaining design rule violation count is 0.
- The logs give a warning total of approximately 48.
- The die width is around 120 µm.
- Of all cell types, the one taking the most synthesized area is sky130_fd_sc_hd__edfxtp_1.
- According to the dpl log, the detail-placed design has an HPWL of just over 1000 µm.
- The maximum vdd ir drop is approximately 140 µV.
- At the end of routability-driven placement, the weighted congestion stood at a little over 0.7.
- The synthesized netlist contains 27 unique library cells.
- Per the final timing report, the hold violations number 0.
- For reference, the critical path cell chain is dlygate4sd2_1.
- The share of Yosys cell area claimed by the top area cell type is 0.282.
- The worst-case setup margin in the final layout is 0.121 ns.
- The initialized floorplan defines 34 standard-cell rows.
- The worst hold path cell count is 1.
- Per Yosys stat, the portion of area used by sequential elements is 0.533.
- Per the OpenROAD floorplan log, the area of the core is a little under 9000 µm².
- In this run the deepest clock path goes through 2 buffers.
- The startpoint of the worst hold path is vtext.vga.vga.hpos[0].
- The total power is ~0.63 mW.
- For this design, Yosys synthesis ends with a cell count of about 90.
- The number of synthesized register bits is 21.
- Per the log, the first TritonRoute iteration ended with a DRC count of 35.
- The count of port buffers added during placement is 2.
- In this run the power density over the cells is 507 nW/µm².
- Counting the warning lines in the Yosys log gives 8.
- The layout overhead on the synthesized area is 29.9%.
- The worst hold path terminates at vtext.vga.vga.hpos[0].
- Per the STA report, the cell with the highest stage delay on the worst path is sky130_fd_sc_hd__dfxtp_1.
- Including well taps, the total number of placed cells is 200.
-- sequential cells by signal (all words and copies together), names as in the netlist --
register             count
vtext.vga.vga.hsync      1
vtext.vga.vga.vsync      1
vtext.vga.vga.hpos      10
vtext.vga.vga.vpos       9
-- cells in the final DEF, fill, tap and decap left out --
cell type                       count
sky130_fd_sc_hd__dlygate4sd2_1      2
sky130_fd_sc_hd__or2_2              1
sky130_fd_sc_hd__clkbuf_8           3
sky130_fd_sc_hd__nor2b_1            1
sky130_fd_sc_hd__a2111oi_0          1
sky130_fd_sc_hd__a211oi_1           1
sky130_fd_sc_hd__xnor2_1            5
sky130_fd_sc_hd__and4_2             1
sky130_fd_sc_hd__nor4_4             1
sky130_fd_sc_hd__o21ai_0            2
sky130_fd_sc_hd__conb_1             1
sky130_fd_sc_hd__bufinv_16          1
sky130_fd_sc_hd__o31ai_1            2
sky130_fd_sc_hd__nand2_1            8
sky130_fd_sc_hd__or3_2              1
sky130_fd_sc_hd__dfxtp_1           12
sky130_fd_sc_hd__nand3_2            1
sky130_fd_sc_hd__ha_1               3
sky130_fd_sc_hd__nor3_1             5
sky130_fd_sc_hd__nand3_1            7
sky130_fd_sc_hd__nand4_1            4
sky130_fd_sc_hd__edfxtp_1           9
sky130_fd_sc_hd__or4_1              1
sky130_fd_sc_hd__a21oi_1            1
sky130_fd_sc_hd__xor2_1             7
sky130_fd_sc_hd__a31oi_1            1
sky130_fd_sc_hd__inv_1             28
sky130_fd_sc_hd__nor2_1             6
-- through the flow --
| step | hold WS (ns) | util | instance area [µm²] |
|---|---|---|---|
| 2_1_floorplan | 0.441 | - | 958 |
| 6_report | 0.472 | 0.141 | 1240 |
| 4_1_cts | 0.479 | 0.141 | 1240 |
| 3_5_place_dp | 0.472 | 0.124 | 1100 |
| 5_1_grt | 0.540 | 0.141 | 1240 |
| 3_3_place_gp | 0.463 | 0.124 | 1100 |
-- layout make-up --
| cell class | instances | area (µm²) |
|---|---|---|
| Timing Repair Buffer | 2 | 17.5 |
| Tap cell | 108 | 135 |
| Sequential cell | 21 | 510 |
| Fill cell | 981 | 7600 |
| Clock inverter | 22 | 109 |
| Inverter | 7 | 26.3 |
| Clock buffer | 3 | 41.3 |
| Multi-Input combinational cell | 61 | 405 |
-- worst max-delay path by stage --
stage / endpoint / from / cells past startpoint
4_1_cts: vsync / vtext.vga.vga.vsync / 1
5_1_grt: vsync / vtext.vga.vga.vsync / 1
6_report: vsync / vtext.vga.vga.vsync / 1
-- report_power, final --
group	internal, mW	switching [mW]	leakage [nW]	total (mW)
registers	0.279	0	0.201	0.279
logic	0	0.0000565	0.186	0.0000567
clock network	0.201	0.150	0.148	0.352
total	0.480	0.150	0.535	0.631
-- routing by layer --
metal	share of wire	up-vias	GRT usage
li1	-	364	-
met1	0.48	305	0.0263
met2	0.45	10	0.0307
met3	0.060	2	0.0152
met4	0.010	0	0.0200
met5	0	-	0
-- logic make-up after synthesis --
group / share of synthesized area
flops: 0.533
other cells: 0.00391
simple gates: 0.215
fa+ha+maj: 0.0392
compound gates: 0.0548
buf+inv: 0.0444
xor+xnor: 0.110
-- timing repair --
| item | CTS | global route |
|---|---|---|
| endpoints found under the hold margin | 0 | 0 |
| setup endpoints to repair | 2 | 0 |
| resized | 2 | 0 |
Power and IR drop assume default switching activity.
