==> design/flow/design.v <==
module seven_segment_decoder(
    input [3:0] digit,
    output reg [6:0] segments);
    reg [6:0] map [0:15];
    initial
        $readmemh("lib/segments.hex", map);
    always @(*) 
        segments = map[digit];
endmodule
module segments_to_bitmap(
  input [6:0] segments,
  input [2:0] line,
  output reg [4:0] bits);
  always @(*)
    case (line)
      0: bits = (segments[6] ? 5'b11111 : 0) 
              ^ (segments[5] ? 5'b10000 : 0) 
              ^ (segments[1] ? 5'b00001 : 0);
      1: bits = (segments[1] ? 5'b00001 : 0) 
              ^ (segments[5] ? 5'b10000 : 0);
      2: bits = (segments[0] ? 5'b11111 : 0) 
              ^ (|segments[5:4] ? 5'b10000 : 0) 
              ^ (|segments[2:1] ? 5'b00001 : 0);
      3: bits = (segments[2] ? 5'b00001 : 0) 
              ^ (segments[4] ? 5'b10000 : 0);
      4: bits = (segments[3] ? 5'b11111 : 0) 
              ^ (segments[4] ? 5'b10000 : 0) 
              ^ (segments[2] ? 5'b00001 : 0);
      default: bits = 0;
    endcase  
endmodule
==> design/flow/run.sh <==
#!/bin/bash
# OpenROAD 26Q1-2900-gdf79404cd8, Yosys 0.63+post, stock flow scripts
make -C /OpenROAD-flow-scripts/flow DESIGN_CONFIG=/design/flow/config.mk WORK_HOME=/design/flow/orfs finish
==> design/flow/config.mk <==
export PLATFORM = sky130hd
export DESIGN_NAME = segments_to_bitmap
export DESIGN_NICKNAME = segments_to_bitmap
export VERILOG_FILES = /design/flow/design.v
export SDC_FILE = /design/flow/constraint.sdc
export NUM_CORES = 4
export LEC_CHECK = 1
export CORE_AREA = 10 10 70 70
export DIE_AREA = 0 0 80 80
export SYNTH_HDL_FRONTEND = slang
==> design/flow/constraint.sdc <==
current_design segments_to_bitmap

set clk_period 3.1
set clk_io_pct 0.2

create_clock -name clk0 -period $clk_period

set non_clock_inputs [all_inputs -no_clocks]
set_input_delay [expr $clk_period * $clk_io_pct] -clock clk0 $non_clock_inputs
set_output_delay [expr $clk_period * $clk_io_pct] -clock clk0 [all_outputs]
==> impl_metrics.yaml <==
# synthesis and place-and-route metrics
run_status:
  status: "finished clean"
synth:
  ys_warn_count: 0
  synth_cell_types: 18
  syn_avg_cell_area_um2: 6.36
  ys_cells: 35
  syn_inst: 35
  seq_area_frac_synth_pct: 0
  syn_area_um2: 223
  ys_chip_area_um2: 223
critical_path:
  crit_chain: "clkdlybuf4s50_1 -> nor4b_1 -> nor2_1 -> a22oi_1 -> clkdlybuf4s50_1"
  cp_data_arrival_time_ns: 2.26
  cp_slowest_stage_delay_ns: 0.55
  endpoint_kind: "primary output"
  crit_path_top_delay_cell: "clkdlybuf4s50_1"
  startpoint: "line[0]"
  critical_path_class: "input pin to primary output"
  startpoint_type: "input pin"
  crit_fanout: 9
  crit_required_ns: 2.48
  cpMostUsedCell: "clkdlybuf4s50_1"
final_timing:
  fin_setup_tns_ns: 0
  rsz0062_at_grt: "no"
  fin_crit_ns: 2.88
  clock.fmax_mhz: 347
  setup_viol: 0
  finalMaxSlewViolations: 0
  slew_headroom_pct: 73.4
  worst_slew_pin_slew_ns: 0.398
  finalCritPeriodShare_pct: 93.0
  hold_viol: 0
placed_design:
  hpwlAfterDp_um: 697
  gp_congestion: 0.706
  place_area_um2: 397
  portBuffers: 15
power:
  p_comb_share_pct: 100.0
  p_sw_share_pct: 38.1
  clkPwrFrac_pct: 0
  total_power_mw: 0.0473
  seqPwrFrac_pct: 0
  power.density_mw_per_mm2: 119
  ir_drop_v: 0.0000131
  p_sw_mw: 0.0181
  p_int_mw: 0.0293
  p_leak_nw: 0.134
routing:
  drt_wl_total_um: 798
  vias: 277
  drt_iter0_drc: 25
  wl_per_cell_um: 8.67
  drc: 0
  drtAntennaViolNets: 0
  antenna_cells: 0
  vias_per_cell: 3.01
  first_pass_iters: 4
hold_path:
  hold_path.class: "input pin to primary output"
  min_from: "line[1]"
run:
  max_cap_violations: 0
  warnings: 32
floorplan:
  fp_util_pct: 6.52
  fp.dieH_um: 80
  rows: 21
  placeableCoreArea_mm2: 0.00342
  die_width_um: 80
  io_pins: 15
  chipArea_mm2: 0.00640
clocking:
  cts_resized: 0
  post-cts-setup-buffer-count: 0
  holdBufCountCts: 0
global_route:
  grt_pass1_wl_mm: 1.25
  antenna_found_initial: 0
  grt_pass1_vias: 253
  grt_remaining_overflow: 0
  grt_max_degree: 13
  grt_usage_pct: 2.36
final_layout:
  nClkBuffers: 0
  flop_area_um2: 0
  design.seq.count: 0
  fillerInstances: 406
  drive_gt1_share_pct: 2.17
  area_growth_pct: 79.2
  design_area_um2: 399
==> critical path, delay by kind of cell <==
kind                   cells  cell delay, ns
buffers and inverters      2            1.06
AND-OR/OR-AND              1            0.16
AND/OR/NAND/NOR            2            0.43
==> area by class of cell <==
cell class	count	area, um2	share of cell area [%]
multi-input combinational	31	189	47.3
timing repair buffer	15	153	38.2
tap	46	57.6	14.4
==> per-stage QoR <==
stage                     setup WS, ns  utilization, %  cells  hold slack, ns
after CTS                       0.0993            11.6     92            2.32
after global routing            0.0639            11.7     92            2.26
final                            0.216            11.7     92            2.18
after floorplan                   1.26               -     35            1.31
after global placement           0.119            11.6     92            2.32
after detailed placement        0.0965            11.6     92            2.32
==> kinds of logic (layout without fill, tap and decap cells) <==
logic type      count (synthesis)  in the layout  synth area share (%)
simple gates                   16             16                  41.0
compound gates                 12             12                  31.5
buf+inv                         4             15                  15.2
xor+xnor                        2              2                  7.87
mux                             1              1                  4.49
==> layer usage <==
layer	GRT usage, %	up-vias	part of all wire, %
met5	0	-	0
met4	0	0	0
met3	1.14	0	13
met2	3.37	12	39
met1	3.30	117	48
li1	-	148	-
==> path summary, 6_finish.rpt <==
check,slack (ns),end,depth (start not counted)
worst max-delay path,0.22,bits[4],5
worst min-delay path,2.18,bits[4],4
==> power groups by stage <==
stage / sequential (mW) / combinational, mW / clock (mW)
4_1_cts: 0 / 0.0482 / 0
5_1_grt: 0 / 0.0530 / 0
6_report: 0 / 0.0473 / 0
==> cells in the final DEF (no fill, tap or decap) <==
cell type	count
o21ai_0	4
xnor2_1	2
a22oi_1	1
nor4_1	1
and4bb_1	1
o22a_1	1
nand2b_1	2
clkdlybuf4s50_1	14
nand2_1	3
dlymetal6s2s_1	1
nor2b_1	1
nor4b_1	1
nor3_1	1
a21oi_1	5
nor3_2	1
mux2i_1	1
a22o_1	1
nor2_1	5
==> cells in the mapped netlist <==
master,number,area [um2]
a21oi_1,5,25.0
a22o_1,1,8.76
a22oi_1,1,7.51
and4bb_1,1,12.5
buf_4,3,22.5
buf_6,1,11.3
mux2i_1,1,10.0
nand2_1,3,11.3
nand2b_1,2,12.5
nor2_1,5,18.8
nor2b_1,1,6.26
nor3_1,1,5.00
nor3_2,1,10.0
nor4_1,1,6.26
nor4b_1,1,8.76
o21ai_0,4,20.0
o22a_1,1,8.76
xnor2_1,2,17.5
No activity file was given, so power comes from the tool's default toggle rates.
